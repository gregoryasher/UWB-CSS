[design/flow/config.mk]
export PLATFORM = sky130hd
export DESIGN_NAME = AddingMachine
export DESIGN_NICKNAME = AddingMachine
export VERILOG_FILES = /design/flow/design.v
export SDC_FILE = /design/flow/constraint.sdc
export NUM_CORES = 4
export LEC_CHECK = 1
export CORE_AREA = 10 10 72 72
export DIE_AREA = 0 0 82 82
[design/flow/constraint.sdc]
current_design AddingMachine

set clk_period 4.4
set clk_io_pct 0.2

create_clock -name clk0 -period $clk_period

set non_clock_inputs [all_inputs -no_clocks]
set_input_delay [expr $clk_period * $clk_io_pct] -clock clk0 $non_clock_inputs
set_output_delay [expr $clk_period * $clk_io_pct] -clock clk0 [all_outputs]
[design/flow/design.v]
module AddingMachine(
	output		     [6:0]		HEX0,
	output		     [6:0]		HEX1,
	output		     [6:0]		HEX2,
	output		     [6:0]		HEX3,
	output		     [6:0]		HEX4,
	output		     [6:0]		HEX5,
	output		     [9:0]		LEDR,
	input 		     [9:0]		SW
);
	assign LEDR = SW;
	wire [7:0] SUM;
	assign SUM = SW[4:0] + SW[9:5];
	SevenSegment Hex0( SUM[3:0] , HEX0, 1);
	SevenSegment Hex1( SUM[7:4] , HEX1, |SUM[7:4] );
	SevenSegment Hex2( SW[3:0], HEX2, 1 );
	SevenSegment Hex3( SW[4], HEX3, SW[4]);
	SevenSegment Hex4( SW[8:5], HEX4, 1 );
	SevenSegment Hex5( SW[9], HEX5, SW[9]);
endmodule
module SevenSegment( input [3:0] hexDigit, output [6:0] segments, input active );
	wire b0, b1, b2, b3;
	wire [6:0] s;
	assign b0 = hexDigit[0];    
	assign b1 = hexDigit[1];    
	assign b2 = hexDigit[2];    
	assign b3 = hexDigit[3];   
	assign s[0] = (b1 & b2 | ~b1 & ~b2 & b3 | ~b0 & b3 | ~b0 & ~b2 | b0 & b2 & ~b3 | b1 & ~b3) & active;  
	assign s[1] = (~b3 & ~b2 | ~b3 & ~b1 & ~b0 | ~b3 & b1 & b0 | ~b2 & b1 & ~b0 | b3 & ~b1 & b0 | b3 & ~b2 & ~b1) & active;
	assign s[2] = (b3 & ~b2 | ~b3 & b2 | ~b1 & b0 | ~b3 & ~b1 | ~b3 & b0) & active;
	assign s[3] = (b3 & ~b1 | b2 & ~b1 & b0 | b3 & ~b2 & b0 | b2 & b1 & ~b0 | ~b3 & ~b2 & b1 | ~b3 & ~b2 & ~b0) & active;
	assign s[4] = (~b2 & ~b0 | b3 & b2 | b1 & ~b0 | b3 & b1 & b0) & active;
	assign s[5] = (~b1 & ~b0 | ~b3 & b2 & ~b1 | b3 & b1 | b2 & b1 & ~b0 | b3 & ~b2) & active;
	assign s[6] = (~b3 & ~b2 & b1 | b1 & ~b0 | b3 & b0 | ~b3 & b2 & ~b1 | b3 & ~b2 & ~b1) & active;
	assign segments = ~s;           
endmodule
[design/flow/run.sh]
#!/bin/bash
# OpenROAD 26Q1-2900-gdf79404cd8, Yosys 0.63+post, stock flow scripts
make -C /OpenROAD-flow-scripts/flow DESIGN_CONFIG=/design/flow/config.mk WORK_HOME=/design/flow/orfs finish
==> node_exporter_impl.prom <==
# HELP chip_impl_metric Synthesis and place-and-route metrics
# TYPE chip_impl_metric gauge
chip_impl_metric{name="yosys.area_share.aoi",unit=""} 0.259
chip_impl_metric{name="ant_nets",unit=""} 0
chip_impl_metric{name="design.seq.count",unit=""} 0
chip_impl_metric{name="maxCapViolCount",unit=""} 0
chip_impl_info{name="lay_top_count",value="clkdlybuf4s50_1"} 1
chip_impl_metric{name="worst_ep_arrival_time",unit="ns"} 3.30
chip_impl_metric{name="simple_gate_share",unit=""} 0.267
chip_impl_metric{name="max-vdd-ir-drop",unit="mV"} 0.0431
chip_impl_metric{name="vias",unit=""} 1181
chip_impl_metric{name="hold_depth",unit=""} 2
chip_impl_metric{name="place_congestion",unit=""} 0.830
chip_impl_metric{name="num_io_pins",unit=""} 62
chip_impl_info{name="start_kind",value="input pin"} 1
chip_impl_info{name="crit_path_end_kind",value="primary output"} 1
chip_impl_metric{name="final_period_minus_worst_setup_slack",unit="ns"} 4.18
chip_impl_metric{name="wirelength",unit="microns"} 3070
chip_impl_metric{name="syn_avg_cell_area",unit="sq um"} 6.44
chip_impl_info{name="crit_type",value="input pin to primary output"} 1
chip_impl_info{name="grt_setup_unrepaired",value="no"} 1
chip_impl_metric{name="postCtsSetupBuffers",unit=""} 0
chip_impl_metric{name="synth.lib_cells_used.distinct",unit=""} 43
chip_impl_metric{name="floorplan.initialDensity",unit=""} 0.277
chip_impl_metric{name="yosys_area",unit="sq um"} 1020
chip_impl_info{name="synth.comb.largest_family",value="simple AND/OR/NAND/NOR gates"} 1
chip_impl_metric{name="synth_cells",unit=""} 159
chip_impl_metric{name="leakagePower",unit="nW"} 0.647
chip_impl_info{name="holdCritPathClass",value="input pin to primary output"} 1
chip_impl_info{name="run_status",value="completed"} 1
chip_impl_metric{name="timing_max_transition_violations_final",unit=""} 0
chip_impl_metric{name="final-hold-violation-count",unit=""} 0
chip_impl_metric{name="setup_violations",unit=""} 0
chip_impl_metric{name="global_route.overflow_total",unit=""} 0
chip_impl_metric{name="drc",unit=""} 0
chip_impl_metric{name="detailedPlacementHpwl",unit="microns"} 2600
chip_impl_metric{name="max_clock_freq",unit="GHz"} 0.239
chip_impl_metric{name="finalClockPeriodUsage",unit=""} 0.949
chip_impl_metric{name="area_growth_syn_to_layout",unit="%"} 47.8
chip_impl_metric{name="power_density_cells",unit="nW/um^2"} 139
chip_impl_metric{name="vias_per_cell",unit=""} 4.76
chip_impl_metric{name="design_area",unit="sq um"} 1510
chip_impl_metric{name="tool_warnings",unit=""} 36
chip_impl_metric{name="place.port_buffers",unit=""} 51
chip_impl_metric{name="first_global_vias",unit=""} 1043
chip_impl_metric{name="critical_path.max_fanout",unit=""} 3
chip_impl_metric{name="grt_pass1_wl",unit="microns"} 4760
chip_impl_metric{name="postSynthSeqShare",unit=""} 0
chip_impl_metric{name="yosys-mux-area-fraction",unit=""} 0.00978
chip_impl_metric{name="grt_antenna_before_repair",unit=""} 0
chip_impl_metric{name="gr-usage-all-layers",unit=""} 0.0839
chip_impl_metric{name="filler_cell_count",unit=""} 414
chip_impl_metric{name="placedInstanceArea",unit="sq um"} 1510
chip_impl_metric{name="wl_per_cell",unit="microns"} 12.4
chip_impl_metric{name="synth_xor_xnor_area_share",unit=""} 0.0428
chip_impl_metric{name="worst_ep_required_time",unit="ns"} 3.52
chip_impl_metric{name="ys_cells",unit=""} 159
chip_impl_metric{name="post_synth_fa_ha_maj_area_fraction",unit=""} 0.164
chip_impl_metric{name="layout.clock_buffers",unit=""} 0
chip_impl_metric{name="n_diodes",unit=""} 0
chip_impl_metric{name="fin_tns_setup",unit="ns"} 0
chip_impl_metric{name="floorplan.die.width",unit="microns"} 82
chip_impl_metric{name="area.sequential",unit="sq um"} 0
chip_impl_metric{name="largest_net_degree_at_the_start_of_global_routing",unit=""} 14
chip_impl_metric{name="placementRows",unit=""} 22
chip_impl_metric{name="die_height",unit="microns"} 82
chip_impl_metric{name="first_iter_violations",unit=""} 71
chip_impl_metric{name="finalHoldWorstSlack",unit="ns"} 2.62
chip_impl_metric{name="pre_repair_dr_iteration_count",unit=""} 4
chip_impl_info{name="top_layout_cells",value="51 x clkdlybuf4s50_1, 14 x nor2_1, 14 x a21oi_1"} 1
chip_impl_metric{name="synthesis.area",unit="sq um"} 1020
chip_impl_metric{name="synth_warnings",unit=""} 5
chip_impl_metric{name="core",unit="sq um"} 3690
chip_impl_metric{name="ratio_of_cells_with_drive_above_1_in_the_final_layout",unit=""} 0.0700
chip_impl_metric{name="total_die_size",unit="sq um"} 6720
## cells in the mapped netlist, drive strengths merged, types with 2 or more instances
library cell / instances / share of area
a211o: 2 / 0.017
a211oi: 2 / 0.015
a21oi: 14 / 0.068
a31oi: 2 / 0.012
buf: 26 / 0.19
clkbuf: 7 / 0.027
ha: 11 / 0.13
inv: 11 / 0.040
nand2: 12 / 0.044
nand2b: 8 / 0.049
nand3: 3 / 0.015
nor2: 15 / 0.055
nor2b: 3 / 0.018
nor3: 4 / 0.020
o21ai: 8 / 0.039
o221ai: 2 / 0.017
o32ai: 2 / 0.017
or4: 2 / 0.015
xnor2: 3 / 0.026
xor2: 2 / 0.017
## metrics by stage
step / std cells / setup slack (ns) / util / total power [W]
global route: 248 / 0.0656 / 0.410 / 0.000236
detailed placement: 248 / 0.197 / 0.409 / 0.000213
floorplan: 169 / 0.909 / - / 0.000105
finish: 248 / 0.223 / 0.410 / 0.000210
CTS: 248 / 0.190 / 0.409 / 0.000214
global placement: 248 / 0.183 / 0.409 / 0.000214
## layout make-up
| class | count | area (sq um) | area share |
|---|---|---|---|
| multi-input cells | 125 | 803 | 0.531 |
| repair buffers | 64 | 608 | 0.402 |
| well taps | 48 | 60.1 | 0.0397 |
| inverters | 11 | 41.3 | 0.0273 |
## kinds of logic (layout without fill, tap and decap cells)
family	Yosys count	after routing
AOI/OAI and AO/OA	41	41
xor gates and xnor gates	5	5
adders and majority gates	13	13
buffers and inverters	44	75
muxes	1	1
other	1	11
and+or+nand+nor	54	54
## final timing paths
check | from | end
worst max-delay path | SW[0] | HEX0[0]
worst min-delay path | SW[4] | LEDR[4]
## worst max-delay path, cell delays in order
cell,delay (ns)
clkdlybuf4s50_1,0.50
ha_1,0.17
inv_1,0.05
fa_1,0.42
xor2_1,0.17
or4_1,0.51
o211ai_1,0.10
clkdlybuf4s50_1,0.49
## repair_timing
item / in CTS / in global routing
setup endpoints to repair: 0 / 1
hold buffers: 0 / 0
resized: 0 / 1
## metal layers
layer,track usage,vias up,routed length (microns)
met4,0,0,0
li1,-,608,-
met3,0.0286,0,376
met2,0.136,49,1360
met1,0.113,524,1340
met5,0,-,0
## power breakdown
group	switching, W	internal, W	leakage [nW]
Combinational	0.0000822	0.000128	0.647
Sequential	0	0	0
Clock	0	0	0
Total	0.0000822	0.000128	0.647
Power is estimated from default activity; no workload was simulated.
